### ./config.mk
export PLATFORM = sky130hd
export DESIGN_NAME = Design
export DESIGN_NICKNAME = Design
export VERILOG_FILES = /design/flow/design.v
export SDC_FILE = /design/flow/constraint.sdc
export NUM_CORES = 4
export LEC_CHECK = 1
export CORE_AREA = 10 10 70 70
export DIE_AREA = 0 0 80 80
### ./design.v
module Design (
input ic ,
input cv,
input cl,
input ep,
input [1:0] co,
input mc,
input mi,
input CNL,
input ai,
input vb,
input clk,
input Mm,
input[3:0] InPass,
output reg [4:0] action
);
reg vp;
reg [4:0] CurrentState; 
reg [4:0] nextState ;
reg [3:0] Password= 4'b1111;
parameter IDLE= 5'b00000;
always @(posedge clk or posedge CNL) 
begin
    if(CNL)
    begin
        CurrentState<=IDLE;
    end
    else
    begin
        CurrentState<=nextState;
    end
end
parameter S1  = 5'b00001;
parameter S2  = 5'b00010;
parameter S3  = 5'b00011;
parameter S4  = 5'b00100;
parameter S5  = 5'b00101;
parameter S6  = 5'b00110;
parameter S7  = 5'b00111;
parameter S8  = 5'b01000;
parameter S9  = 5'b01001;
parameter S10 = 5'b01010;
parameter S12 = 5'b01100;
parameter S13 = 5'b01101;
always @ (*)
begin
    case (CurrentState)
    IDLE : begin 
          if(ic==0) begin
          nextState=IDLE;
			 action = 5'b00000;
			 end
          else 
			 begin
          nextState=S1;
			 action = 5'b00001;
			 end
          end
    S1  : begin
         if(cv==0)
			begin
         nextState=IDLE;
			action = 5'b00000;
			end
         else 
			begin
         nextState=S2;
			action = 5'b00010;
			end
         end
    S2  : begin
         if(cl==0)
			begin
         nextState=S2;
			action = 5'b00010;
			end
         else 
			begin
         nextState=S3;
			action = 5'b00011;
			end
         end 
    S3  : begin
         if(ep==0)
			begin
         nextState=S3;
			action = 5'b00011;
			end
         else
			begin
         nextState=S4;
			action = 5'b00100;
			end
         end
    S4  : begin
         if(InPass==Password)
            vp = 1;
         else
            vp = 0;
         if(vp==0)
			begin
         nextState=S3;
			action = 5'b00011;
			end
         else 
			begin
         nextState=S5;
			action = 5'b00101;
			end
         end
    S5  : begin
         if(co==2'b00)
			begin
         nextState=S6;
			action = 5'b00110;
			end
         else if (co==2'b01)
			begin
         nextState=S7;
			action = 5'b00111;
			end
         else if(co==2'b10)
			begin
         nextState=S8;
			action = 5'b01000;
			end
         else if(co==2'b11)
			begin
         nextState=S9;
			action = 5'b01001;
			end
         else 
			begin
         nextState=IDLE;
			action = 5'b00000;
			end
         end 
    S6  : begin
         if(mi==1 && mc==1)
			begin
         nextState=S10;
			action = 5'b01010;
			end
			else if(Mm)
			begin
         nextState=S5;
			action = 5'b00101;
			end
         else if (mi==0 || mc==0)
			begin
         nextState=S6;
			action = 5'b00110;
			end
         else 
			begin
         nextState=S6;
			action = 5'b00110;
			end
         end 
    S7 : begin
         if(ai==0)
			begin
         nextState=S7;
			action = 5'b00111;
			end
         else 
			begin
         nextState=S12;
			action = 5'b01100;
			end
end
    S8 : begin
         if(Mm==0)
			begin
         nextState=S8;
			action = 5'b01000;
			end
         else 
			begin
         nextState=S5;
			action = 5'b00101;
			end
         end
    S9 : begin
        if(Mm==1)
		  begin
         nextState=S5;
			action = 5'b00101;
			end
         else
		begin
         nextState=S9;
			action = 5'b01001;
			end
         end
    S10 : begin
         if(Mm==1)
			begin
         nextState=S5;
			action = 5'b00101;
			end
         else 
			begin
         nextState=S10;
			action = 5'b01010;
			end
         end
    S12 : begin
         if(vb==1)
			begin
         nextState=S13;
			action = 5'b01101;
			end
         else 
			begin
         nextState=S5;
			action = 5'b00101;
			end
         end
    S13 : begin
	 if(Mm==1)
			begin
         nextState=S5;
			action = 5'b00101;
	end
	else
		begin
         nextState=S13;
		action = 5'b01101;
			end
	end
        default: 
         begin
         nextState=IDLE;
			action = 5'b00000;
         end
    endcase
end
endmodule
### ./run.sh
#!/bin/bash
# OpenROAD 26Q1-2900-gdf79404cd8, Yosys 0.63+post, stock flow scripts
make -C /OpenROAD-flow-scripts/flow DESIGN_CONFIG=/design/flow/config.mk WORK_HOME=/design/flow/orfs finish
### ./constraint.sdc
current_design Design

set clk_period 1.9
set clk_io_pct 0.2

create_clock -name clk0 -period $clk_period [get_ports {clk}]

set non_clock_inputs [all_inputs -no_clocks]
set_input_delay [expr $clk_period * $clk_io_pct] -clock clk0 $non_clock_inputs
set_output_delay [expr $clk_period * $clk_io_pct] -clock clk0 [all_outputs]
==> flow_metrics.tcl <==
# implementation run metrics
set metrics [dict create \
    status "finished, violations left" \
    violations "setup timing" \
    numPortBuffers 20 \
    cellPowerDensity_nw_per_um2 1450 \
    track_usage_pct 5.45 \
    row_count 21 \
    logic_area_um2 408 \
    ys_sh_mux_pct 4.16 \
    die_h_um 80 \
    drive_gt1_share_pct 51.0 \
    reg_top3 "CurrentState: 4 flops" \
    num_vias 600 \
    cp.arrival_ns 1.56 \
    worst_path_max_delay_cell "dfrtp_2" \
    hp-class "in -> async" \
    via_per_inst 4.23 \
    pre_cts_ws_ns -0.548 \
    yosys_warnings 1 \
    grt_overflow_total 0 \
    synth_cells 57 \
    largest_reg_flops 4 \
    largest_register "CurrentState" \
    ys_sh_adder_pct 0 \
    diodes 0 \
    hold_viol_final 0 \
    critPathCaptureType "output port" \
    grt_pass1_wl_um 2790 \
    ys_sh_simple_pct 28.3 \
    num_io_pins 22 \
    wl_per_cell_um 12.4 \
    grt_pass1_vias 592 \
    syn_area_um2 482 \
    cts_htree_levels 1 \
    ys_cells 57 \
    placed_cell_area_um2 734 \
    reg2reg_from "CurrentState[1]$_DFF_PP0_" \
    grt_setup_unrepaired "yes" \
    die-area_um2 6400 \
    fin_util_pct 28.8 \
    nFillCells 358 \
    cp-startpoint "CurrentState[1]$_DFF_PP0_" \
    reg2reg_setup_slack_ns 0.27 \
    cts.clk_slew.worst_paths_ns 0.04 \
    final_cell_area_um2 982 \
    wl_um 1770 \
    ir_drop_mv 0.357 \
    dpl.cell_count 124 \
    ys_top_logic_family "AND-OR/OR-AND gates" \
    dp_hpwl_um 1220 \
    drt_iter0_markers 35 \
    cts_buffers 3 \
    fmax_mhz 515 \
    min_period_ns 1.94 \
    ys_types 34 \
    crit_fanout 7 \
    cp_cell_sequence "buf_6, and3b_1, o2bb2ai_1, a221o_1, buf_2" \
    initial_utilization_pct 14.1 \
    finalWorstSetupSlack_ns -0.0423 \
    routabilityCongestion 0.872 \
    ff_latch_area_um2 105 \
    finalSetupViolations 2 \
    endpoint "action[0]" \
    clock_path_buffers 2 \
    hold_buffers 0 \
    timing.rr.end "CurrentState[3]$_DFF_PP0_" \
    startpoint_type "flip-flop" \
    finalMaxSlewViolations 0 \
    most-common-layout-cells "buf_4, clkdlybuf4s50_1, buf_6" \
    cts.sinks 4 \
    drc_errors 0 \
    mostFrequentLayoutCell "buf_4" \
    critPathMaxStageDelay_ns 0.47 \
    critPathRequiredTime_ns 1.52 \
    first_pass_iters 4 \
    cts_tree "built" \
    ys_seq_share_pct 20.8 \
    clock_skew_ns 0.00401 \
    finalCritPeriodShare_pct 102 \
    edf_count 0 \
    chipWidth_um 80 \
    critical_path_class "reg -> out" \
    insertion_delay_ns 0.24 \
    r2r_cells 7 \
    antenna_found_initial 0 \
    avgSynthCellArea_um2 8.45 \
    ys_area_um2 482 \
    drt.antenna.violating_nets 0 \
    syn_to_final_growth_pct 104 \
    synth-compound-area-share_pct 30.1 \
    flop_cell "dfrtp_1" \
    maxCapViolCount 0 \
    clock_tree.root_cell "clkbuf_4" \
    tool_warnings 27 \
    ys.flops 4 \
    grt_max_degree 16 \
    core_um2 3420 \
    leakagePower_nw 0.416 \
    instances_no_fill 142 \
    async_flop_share_pct 100 \
    synth-xor-area-share_pct 0 \
]
## cell usage after synthesis (2+ instances only)
cell      n  area share (%)
o31ai_1   2             3.1
inv_1     5             3.9
a21oi_1   2             2.1
o21ai_0   2             2.1
mux2i_1   2             4.2
a221o_1   2             4.2
nand2_1   3             2.3
and3b_1   2             3.6
nand2b_1  3             3.9
buf_6     4             9.3
a22oi_1   2             3.1
nor2b_1   2             2.6
nor3b_1   2             3.1
dfrtp_1   4              21
## per-stage QoR
| stage | hold slack (ns) | power, mW | setup TNS [ns] |
|---|---|---|---|
| 2_1_floorplan | 0.146 | 0.586 | 0 |
| 3_3_place_gp | 0.573 | 0.857 | -1.80 |
| 3_5_place_dp | 0.572 | 0.863 | -1.91 |
| 4_1_cts | 0.316 | 1.29 | -0.0783 |
| 5_1_grt | 0.314 | 1.55 | -0.436 |
| 6_report | 0.318 | 1.42 | -0.0686 |
## power by group
group | total [mW] | internal, mW | switching [mW]
Clock | 0.106 | 0.0707 | 0.0357
Sequential | 0.232 | 0.135 | 0.0973
Combinational | 1.08 | 0.682 | 0.402
Total | 1.42 | 0.888 | 0.535
## how the worst min path moves through the flow
stage,end,cells after the start,slack (ns),startpoint
6_report,CurrentState[2]$_DFF_PP0_,2,0.32,CNL
5_1_grt,CurrentState[2]$_DFF_PP0_,2,0.31,CNL
4_1_cts,CurrentState[2]$_DFF_PP0_,2,0.32,CNL
## critical path, delay by kind of cell (launching register included)
family	cells	cell delay, ns
buf+inv	2	0.28
simple gates	1	0.17
flops	1	0.47
compound gates	2	0.40
## timing repair
item	in CTS	in global routing
pin swaps	14	2
resized	47	6
endpoints found under the setup margin	4	4
buffers inserted	12	3
## layout make-up
| type | count | area share [%] |
|---|---|---|
| flip-flops and latches | 4 | 10.7 |
| inverters | 5 | 1.91 |
| multi-input cells | 42 | 41.5 |
| well taps | 46 | 5.86 |
| repair buffers | 42 | 37.7 |
| clock buffers | 3 | 2.29 |
## cell families after synthesis
logic type | after synthesis
other cells | 1
simple gates | 20
compound gates | 19
flops | 4
mux | 2
buf+inv | 11
## per-layer routing
layer	up-vias	routed length (µm)	GRT usage, %
met5	-	0	0
met4	0	43	1.06
met3	6	216	2.95
met2	28	785	8.19
met1	276	722	6.74
li1	290	-	-
Power is estimated from default activity; no workload was simulated.
